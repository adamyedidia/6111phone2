## design/flow/config.mk

```make
export PLATFORM = sky130hd
export DESIGN_NAME = randomnessExtractor
export DESIGN_NICKNAME = randomnessExtractor
export VERILOG_FILES = /design/flow/design.v
export SDC_FILE = /design/flow/constraint.sdc
export NUM_CORES = 4
export LEC_CHECK = 1
export CORE_UTILIZATION = 50
```

## design/flow/constraint.sdc

```tcl
current_design randomnessExtractor

set clk_period 18.5
set clk_io_pct 0.2

create_clock -name clk0 -period $clk_period [get_ports {clock}]

set non_clock_inputs [all_inputs -no_clocks]
set_input_delay [expr $clk_period * $clk_io_pct] -clock clk0 $non_clock_inputs
set_output_delay [expr $clk_period * $clk_io_pct] -clock clk0 [all_outputs]
```

## design/flow/design.v

```verilog
`timescale 1ns / 1ps
module randomnessExtractor #(parameter WIDTH=9) (
	 input wire clock,
    input wire [WIDTH-1:0] from_ac97_data,
    input wire ready,
    output reg [255:0] buffer = 0
    );
	 parameter BUFFER_LOGSIZE = 8;
	 reg [BUFFER_LOGSIZE-1:0] buffer_index_counter = 0;
	 reg old_ready;
	 always @(posedge clock) begin
		  if (ready & (~old_ready)) begin
				 buffer[buffer_index_counter] <= buffer[buffer_index_counter] ^ (^from_ac97_data);
				 buffer_index_counter <= buffer_index_counter + 1;
		  end
		  old_ready <= ready;
	 end
endmodule
```

## design/flow/run.sh

```bash
#!/bin/bash
# OpenROAD 26Q1-2900-gdf79404cd8, Yosys 0.63+post, stock flow scripts
make -C /OpenROAD-flow-scripts/flow DESIGN_CONFIG=/design/flow/config.mk WORK_HOME=/design/flow/orfs finish
```

==> impl_metrics.py <==
# Generated from Yosys and OpenROAD reports
metrics = {
    "synthesis": {
        "yosysChipArea_sq_um": 15540,
        "synthTopCellsByArea": "edfxtp_1 51%, nand2_1 13%, mux4_2 8.0%",
        "syn_area_per_cell_sq_um": 9.930,
        "syn_inst": 1565,
        "edf_count": 264,
        "ys_sh_xor_pct": 1.183,
        "syn_area_sq_um": 15540,
        "yosysTopAreaCell": "edfxtp_1",
        "ys_warn_count": 1,
        "top_area_share_pct": 51.01,
        "simple_gate_share_pct": 18.34,
        "async_flop_share_pct": 0,
        "yosys.area_share.aoi_pct": 14.61,
        "ys_seq_share_pct": 51.14,
        "ys_cells": 1565,
        "adder_share_pct": 0.4025,
        "ys_types": 56,
        "synth.mux.area_fraction_pct": 10.10,
        "top_logic_kind": "simple AND/OR/NAND/NOR gates",
        "ys.flops": 265,
        "flop_cell": "edfxtp_1",
    },
    "pwr": {
        "ir_worst_vdd_mv": 0.06827,
        "switching_share_pct": 28.92,
        "power.leakage_nw": 6.510,
        "p_clk_share_pct": 37.6,
        "power_frac_comb_pct": 17.6,
        "seqPwrFrac_pct": 44.8,
        "p_int_w": 0.001126,
        "power_density_nw_per_um2": 81.56,
        "p_switching_w": 0.0004583,
    },
    "grt": {
        "grt_max_degree": 119,
        "gr-total-overflow": 0,
        "grt_pass1_vias": 13437,
        "antenna_found_initial": 0,
        "grt_usage_pct": 38.88,
        "grt_pass1_wl_mm": 83.42,
    },
    "worst_setup_path": {
        "critical_path_class": "input port to register",
        "startpoint_type": "input port",
        "critPathMaxFanout": 75,
        "worst_ep_required_time_ps": 18770,
        "cp.arrival_ps": 7010,
        "endpoint_kind": "register",
    },
    "final_layout": {
        "fin_util_pct": 63.51,
        "regArea_sq_um": 7948,
        "most-common-layout-cells": "544 x nand2_1, 266 x clkdlybuf4s50_1, 264 x edfxtp_1",
        "fillCellCount": 2434,
        "drive_gt1_share_pct": 9.146,
        "mostFrequentLayoutCell": "nand2_1",
        "mi_logic_area_sq_um": 6973,
        "syn2layout_area_growth_pct": 25.00,
    },
    "routing": {
        "wire_per_inst_um": 25.65,
        "postRouteAntennaNets": 0,
        "num_antenna_cells": 0,
        "drt_iter0_markers": 1277,
        "vias_per_cell": 6.348,
        "vias": 13965,
        "drc": 0,
        "wirelength_mm": 56.44,
        "firstDrtPassIters": 6,
    },
    "cts": {
        "cts_resized": 0,
        "clockBufferDepth": 3,
        "cts_tree": "built",
        "cts_buffers": 29,
        "hold_buffers": 0,
        "clk_transition_reported_paths_ps": 60,
        "numClockSinks": 265,
        "cts_setup_buffers": 0,
        "clock_latency_ps": 550,
        "htreeDepth": 1,
        "cts_root_buf": "clkbuf_16",
    },
    "outcome": {
        "status": "finished, final reports clean",
    },
    "final_timing": {
        "max_slew.worst_pin.slew_ps": 952.1,
        "fmax_ghz": 0.1482,
        "setup_viol": 0,
        "setup_tns_ps": 0,
        "relSlewSlack_pct": 36.53,
        "min_period_ps": 6747,
        "rsz0062_at_grt": "no",
        "skew_ps": 8.728,
        "finalClockPeriodUsage_pct": 36.47,
        "slew_viol_final": 0,
        "hold_violations": 0,
    },
    "die": {
        "std_cell_rows": 64,
        "pin_count": 267,
        "dieArea_sq_um": 31790,
        "fp_util_pct": 50.81,
        "core_area_sq_um": 30590,
        "die_w_um": 178.3,
        "die_h_um": 178.3,
    },
    "flow_run": {
        "warnings": 32,
        "maxCapViolations": 0,
    },
    "placed_design": {
        "dpl.hpwl_mm": 36.29,
        "gp_congestion": 0.9741,
        "numPortBuffers": 266,
    },
    "worst_hold_path": {
        "holdCritPathClass": "register to register",
    },
}
-- worst max-delay path: stages --
cell and delay [ps]:
clkdlybuf4s50_1 410, xnor2_1 190, xnor2_1 150, xnor2_1 100, xnor2_1 250, xnor2_2 140
buf_4 450, buf_4 570, buf_4 740, o21ai_0 200
-- flip-flops by register name, summed over array words and instances, names as in the netlist --
name	cells
buffer	256
old_ready	1
buffer_index_counter	8
-- cell families (layout without fill, tap and decap cells) --
family | after synthesis | in the layout
flops | 265 | 265
simple gates | 704 | 704
fa+ha+maj | 5 | 5
buf+inv | 137 | 376
compound gates | 346 | 346
mux | 87 | 87
xor+xnor | 21 | 21
-- power by group through the flow --
stage	logic, W	clock network (W)	registers, W
6_report	0.000279	0.000595	0.000710
5_1_grt	0.000297	0.000616	0.000713
4_1_cts	0.000274	0.000598	0.000710
-- Yosys cell counts (all sizes together) (2+ instances only) --
| cell | n |
|---|---|
| a21o | 2 |
| nand3b | 2 |
| a31oi | 3 |
| o211ai | 2 |
| nor4 | 3 |
| a21oi | 6 |
| mux2 | 8 |
| o2bb2ai | 6 |
| a22oi | 6 |
| or2 | 2 |
| a2111oi | 4 |
| xor2 | 4 |
| o22ai | 3 |
| buf | 52 |
| and2 | 12 |
| nor3 | 15 |
| and3 | 5 |
| o31ai | 159 |
| inv | 13 |
| nand4 | 5 |
| or3 | 2 |
| nand2 | 544 |
| mux4 | 55 |
| a31o | 2 |
| ha | 5 |
| nand2b | 11 |
| clkbuf | 72 |
| mux2i | 24 |
| edfxtp | 264 |
| nand3 | 24 |
| a211oi | 4 |
| o21ai | 135 |
| xnor2 | 17 |
| a32oi | 2 |
| a221oi | 2 |
| nor2b | 9 |
| nor2 | 69 |
-- final timing paths --
path	from	end	slack [ps]	cells after the start
min	buffer[159]$_DFFE_PP_	buffer[159]$_DFFE_PP_	580	2
max	from_ac97_data[6]	buffer[33]$_DFFE_PP_	11750	10
max reg2reg	buffer_index_counter[0]$_DFFE_PP_	buffer[33]$_DFFE_PP_	12160	13
min reg2reg	buffer[159]$_DFFE_PP_	buffer[159]$_DFFE_PP_	580	2
-- routing by layer --
layer / wire [um] / global-route usage (%) / vias up
met1: 20680 / 58.25 / 6689
li1: - / - / 6160
met4: 2400 / 13.70 / 2
met2: 26000 / 55.56 / 944
met5: 70 / 1.763 / -
met3: 7282 / 15.36 / 170
-- per-stage QoR --
| stage | std cells | setup WS [ps] | cell area (sq um) | hold WS [ps] | total power (W) |
|---|---|---|---|---|---|
| final | 2200 | 11750 | 19430 | 580.0 | 0.001584 |
| after floorplan | 1565 | 2524 | 15540 | 510.5 | 0.0009125 |
| after global routing | 2200 | 11500 | 19430 | 610.1 | 0.001625 |
| after global placement | 2147 | 11210 | 18470 | 563.3 | 0.0009960 |
| after CTS | 2200 | 11800 | 19430 | 582.6 | 0.001583 |
| after detailed placement | 2147 | 11240 | 18470 | 567.8 | 0.0009955 |
-- final cells by class --
type / instances / share of cell area [%]
clock buffers: 41 / 4.122
clock inverters: 12 / 0.7987
inverters: 13 / 0.2512
multi-input cells: 1163 / 35.89
flip-flops and latches: 265 / 40.91
well taps: 396 / 2.551
repair buffers: 310 / 15.47
Power figures rest on the tool's default switching activity, not on a simulated workload.
