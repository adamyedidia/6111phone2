==> /design/flow/design.v <==
`timescale 1ns / 1ps
module randomnessExtractorXORBuf (
	 input wire clock,
    input wire [31:0] n_samples,  
    input wire [31:0] entropy,  
	 input wire [1:0] entropy_bytes,  
    input wire entropy_ready,  
	 output reg ready,
    output reg [511:0] out
    );
	 parameter BUFFER_LOGSIZE = 8;
	 reg [31:0] sample_count = 0;
	 reg [BUFFER_LOGSIZE-1:0] buffer_index_counter = 0;
	 reg old_entropy_ready;
	 always @(posedge clock) begin
		  if (entropy_ready & (~old_entropy_ready)) begin
				 out[buffer_index_counter] <= out[buffer_index_counter] ^ (^entropy);
				 buffer_index_counter <= buffer_index_counter + 1;
				 sample_count <= sample_count + 1;
		  end
		  if (sample_count == n_samples) ready <= 1;
		  if (ready) ready <= 0;
		  old_entropy_ready <= entropy_ready;
	 end
endmodule
==> /design/flow/run.sh <==
#!/bin/bash
# OpenROAD 26Q1-2900-gdf79404cd8, Yosys 0.63+post, stock flow scripts
make -C /OpenROAD-flow-scripts/flow DESIGN_CONFIG=/design/flow/config.mk WORK_HOME=/design/flow/orfs finish
==> /design/flow/config.mk <==
export PLATFORM = sky130hd
export DESIGN_NAME = randomnessExtractorXORBuf
export DESIGN_NICKNAME = randomnessExtractorXORBuf
export VERILOG_FILES = /design/flow/design.v
export SDC_FILE = /design/flow/constraint.sdc
export NUM_CORES = 4
export LEC_CHECK = 1
export CORE_UTILIZATION = 30
==> /design/flow/constraint.sdc <==
current_design randomnessExtractorXORBuf

set clk_period 25.8
set clk_io_pct 0.2

create_clock -name clk0 -period $clk_period [get_ports {clock}]

set non_clock_inputs [all_inputs -no_clocks]
set_input_delay [expr $clk_period * $clk_io_pct] -clock clk0 $non_clock_inputs
set_output_delay [expr $clk_period * $clk_io_pct] -clock clk0 [all_outputs]
==> notes.md <==
Purpose: to document the outcome of synthesis and place and route.

Setup path
In this run the critical register-to-register path is captured at out[175]. Logic depth along the worst register-to-register path is recorded as 12. STA puts the critical path data required time at 26.05 ns. Data arrives at the worst endpoint at 8.40 ns.

STA classifies the critical path endpoint as a flip-flop. The sort of element at the start of the critical path is a primary input. Along the worst path, the maximum fanout reaches 90.

The critical path starts at entropy[16]. The startpoint of the worst register-to-register path is buffer_index_counter[0]. The flop-to-flop setup slack is 18.95 ns. The category of the critical setup timing path is in -> reg.

Final layout
The flow measured a signed area growth from synthesis to layout of 21.9%. After routing the design area is 23100 sq um. The fraction of final layout cells with drive strength greater than 1 is 7.45%. Across the whole layout, storage elements account for 8960 sq um.

The area occupied by multi-input gates is 8430 sq um. The layout has 6007 filler cells.

Logic synthesis
The number of flip-flops and latches in the synthesized netlist is 299. The fraction of registers with async set/reset is 0%. Summing the areas of all compound-gate instances in the mapped netlist gives 15.9% of the synthesized area. The fraction of the mapped netlist area in simple logic gates is 9.41%. The cell count after synthesis came out at 1846. The area of the mapped netlist is 18900 sq um. The adder and majority gate portion of the synthesized area is 0.397%. The synthesized netlist was found by Yosys to have 1846 cells.

Yosys reports a chip area of 18900 sq um. The post-synthesis cell type count is 58. In this run, synthesis inferred 297 flip-flops with an integrated enable. Grouping non-sequential cells by family puts the most area in AND-OR/OR-AND gates. The average cell area after synthesis is 10.2 sq um. Per the synthesis report, the XOR/XNOR share of the synthesized area is 5.03%. The most instantiated flip-flop cell in the synthesis netlist is edfxtp_1. The fraction of the yosys area taken by sequential cells is 47.4%.

For reference, the mux area share after synthesis is 8.53%. The yosys synthesis warning count is 1.

Job
The number of max-cap violations is 0. The stage logs contain a warning count of 34.

Detailed routing
The script logs the mean routed wire length per placed instance as 23.9 microns. The starting DRC count in detailed routing is 1504. The number of routed nets with antenna violations is 0. According to the report, the first pass of detailed routing completed in 6 iterations.

After detailed routing, the total wire length is 71.3 mm. The total via count in the routed design is 15600. The number of DRC violations after detailed routing is 0. Dividing the detail-routed via count by the number of cells gives 5.21.

Hold path
The number of cells traversed by the worst hold path is 2. The type recorded for the worst min-delay path is reg -> reg. The start point of the worst hold path is ready. The endpoint with the worst hold slack is ready.

Placed design
In this run the cell area measured after placement is 22000 sq um. The quantity of I/O buffers inserted on ports is 323. The setup slack at placement is 17.15 ns. The final weighted congestion in routability-driven placement is 0.966. According to the dpl log, the detail-placed design has an HPWL of 50.4 mm.

Global routing
The initial antenna violation count is 1. The total global-route track usage is 22.7%. The total congestion overflow is 0. Entering global routing, the biggest net connects 128 pins. The first global-routing pass estimated 101 mm of wire.

The via count of the first global-routing pass was 14600.

Timing
Per the finish-stage timing summary, setup violations number 0. The fraction of the cycle the final worst path needs is 31.6%. The transition time at the pin with the least slew margin is 0.986 ns. The clock skew is 0.0327 ns.

The maximum clock frequency is 0.123 GHz. Counting I/O delays and the setup requirement, the final critical path takes 8.15 ns. Setup repair after global routing left no endpoint under its margin. The worst setup margin is 17.65 ns.

After routing, the total negative slack on setup checks comes to 0 ns. The hold violation total from the final report is 0. The final max-slew violation count recorded for this run is 0.

The normalized max-slew margin is 32.5%.

Clocking
The number of buffers created by CTS is 34. The number of clock sinks seen by CTS is 299. The worst-case clock buffer depth is 3. The count of hold buffers inserted by post-cts repair is 0. TritonCTS built the clock tree. On the reported timing paths, the clock transition at the registers reads 0.06 ns. After clock tree synthesis, the repair step resized 0 gates. The later pin in the worst-skew pair is clocked with a latency of 0.56 ns. The number of setup buffers added after CTS is 0. The count of H-tree levels built during CTS is 2.

The library cell used as clock root buffer is clkbuf_16.

Floorplanning
The number of cell rows is 91. The overall die size recorded for this design is 64100 sq um. The placeable core region is 62100 sq um. The die is 253 microns tall.

The die span in x is 253 microns. During I/O placement, the number of pins put on the boundary was 581. At the floorplan stage, the core utilization is reported as 30.5%.

Status
The run finished with clean final reports.

Power and ir drop
The maximum ir drop on the vdd rail is 92.3 uV. The leakage power of the design is 7.59 nW. The total power divided by cell area is 61.7 nW/um^2.
[critical path, cell delays in order]
cell             delay (ns)
clkdlybuf4s50_1        0.42
xnor2_1                0.21
xnor2_1                0.16
xnor2_1                0.17
xnor2_1                0.15
xnor2_1                0.45
xnor2_2                0.17
buf_4                  0.43
buf_4                  0.76
o21ai_0                0.22
[how the worst max path moves through the flow]
stage / slack (ns) / cells after the start / to
final: 17.65 / 10 / out[175]
after global routing: 17.48 / 10 / out[175]
after CTS: 17.68 / 10 / out[78]
[final cells by class]
class,instances,area share (%)
clock buffers,44,3.94
inverters,6,0.0976
repair buffers,365,15.4
well taps,837,4.54
multi-input cells,1420,36.5
diodes,1,0.0108
clock inverters,14,0.597
flip-flops and latches,299,38.8
[synth_stat cells (3+ instances only)]
master,n,share of area [%]
and2_1,6,0.20
nand3_1,34,0.90
ha_1,6,0.40
mux2_2,3,0.18
o31ai_1,16,0.64
mux4_2,55,6.5
nand2_1,228,4.5
mux2i_1,34,1.8
o21ai_0,351,9.3
nor2_1,77,1.5
or2_2,3,0.099
o41ai_1,21,0.97
a21oi_1,66,1.7
clkbuf_2,13,0.34
buf_2,13,0.34
nor4_1,7,0.23
buf_6,11,0.65
clkbuf_1,68,1.3
nand4_1,13,0.43
nor3_1,11,0.29
and3_1,6,0.20
nor3_2,3,0.16
nand2b_1,4,0.13
buf_4,259,10
edfxtp_1,297,47
a31oi_1,48,1.6
inv_1,3,0.060
buf_1,10,0.20
xnor2_1,77,3.6
xor2_1,28,1.3
o21ai_1,18,0.48
a22oi_1,13,0.52
nor2b_1,11,0.36
[report_power, final]
| part | total (mW) | switching (mW) | internal (mW) |
|---|---|---|---|
| clock network | 0.464 | 0.204 | 0.261 |
| logic | 0.383 | 0.291 | 0.0921 |
| registers | 0.576 | 0.0190 | 0.557 |
[routing by layer]
metal | wire [microns] | share of wire [%] | vias to the layer above | track usage [%]
met5 | 13 | 0.018 | - | 0
met4 | 2760 | 3.9 | 2 | 6.53
met3 | 11400 | 16 | 144 | 13.4
met2 | 32600 | 46 | 1141 | 34.0
met1 | 24500 | 34 | 7447 | 28.0
li1 | - | - | 6828 | -
[state kept, by name, summed over array words and instances, names as in the netlist]
register / flops
sample_count: 32
ready: 1
buffer_index_counter: 8
out: 257
old_entropy_ready: 1
[placed cells by master, fill, tap and decap left out, types with 4 or more instances in the layout]
master           instances
o21ai_0                351
clkdlybuf4s50_1        323
edfxtp_1               297
conb_1                 255
nand2_1                228
nor2_1                  77
xnor2_1                 76
a21oi_1                 66
mux4_2                  55
a31oi_1                 48
buf_4                   41
nand3_1                 34
mux2i_1                 34
clkbuf_16               34
xor2_1                  28
o41ai_1                 21
o21ai_1                 18
o31ai_1                 16
a22oi_1                 13
nand4_1                 13
nor2b_1                 10
clkinv_1                 8
clkbuf_1                 8
nor3_2                   7
nor4_1                   7
and2_1                   6
nor3_1                   6
and3_1                   6
ha_1                     6
nand2b_1                 4
[metrics by stage]
step                util [%]  instances  total power, mW  hold WS [ns]
floorplan                  -       2100            0.891         0.453
global route            37.2       2985             1.48         0.556
CTS                     37.2       2985             1.42         0.544
finish                  37.2       2986             1.42         0.533
detailed placement      35.5       2927            0.961         0.527
global placement        35.5       2927            0.961         0.527
[kinds of logic after synthesis]
| kind of cell | after synthesis |
|---|---|
| AND-OR/OR-AND | 548 |
| XOR/XNOR | 107 |
| adder cells (fa/ha/maj) | 6 |
| buffers and inverters | 381 |
| flip-flops | 299 |
| multiplexers | 92 |
| other | 1 |
| AND/OR/NAND/NOR | 412 |
Power and IR drop assume default switching activity.
